==> flow/design.v <==
module per2axi_req_channel
#(
   parameter PER_ADDR_WIDTH = 32,
   parameter PER_ID_WIDTH   = 5,
   parameter AXI_ADDR_WIDTH = 32,
   parameter AXI_DATA_WIDTH = 64,
   parameter AXI_USER_WIDTH = 6,
   parameter AXI_ID_WIDTH   = 3,
   parameter AXI_STRB_WIDTH = AXI_DATA_WIDTH/8  
)
(
   input  logic                      per_slave_req_i,
   input  logic [PER_ADDR_WIDTH-1:0] per_slave_add_i,
   input  logic                      per_slave_we_i,
   input  logic [31:0]               per_slave_wdata_i,
   input  logic [3:0]                per_slave_be_i,
   input  logic [PER_ID_WIDTH-1:0]   per_slave_id_i,
   output logic                      per_slave_gnt_o,
   output  logic                     axi_master_aw_valid_o,
   output logic [AXI_ADDR_WIDTH-1:0] axi_master_aw_addr_o,
   output logic [2:0]                axi_master_aw_prot_o,
   output logic [3:0]                axi_master_aw_region_o,
   output logic [7:0]                axi_master_aw_len_o,
   output logic [2:0]                axi_master_aw_size_o,
   output logic [1:0]                axi_master_aw_burst_o,
   output logic                      axi_master_aw_lock_o,
   output logic [3:0]                axi_master_aw_cache_o,
   output logic [3:0]                axi_master_aw_qos_o,
   output logic [AXI_ID_WIDTH-1:0]   axi_master_aw_id_o,
   output logic [AXI_USER_WIDTH-1:0] axi_master_aw_user_o,
   input  logic                      axi_master_aw_ready_i,
   output logic                      axi_master_ar_valid_o,
   output logic [AXI_ADDR_WIDTH-1:0] axi_master_ar_addr_o,
   output logic [2:0]                axi_master_ar_prot_o,
   output logic [3:0]                axi_master_ar_region_o,
   output logic [7:0]                axi_master_ar_len_o,
   output logic [2:0]                axi_master_ar_size_o,
   output logic [1:0]                axi_master_ar_burst_o,
   output logic                      axi_master_ar_lock_o,
   output logic [3:0]                axi_master_ar_cache_o,
   output logic [3:0]                axi_master_ar_qos_o,
   output logic [AXI_ID_WIDTH-1:0]   axi_master_ar_id_o,
   output logic [AXI_USER_WIDTH-1:0] axi_master_ar_user_o,
   input  logic                      axi_master_ar_ready_i,
   output logic                      axi_master_w_valid_o,
   output logic [AXI_DATA_WIDTH-1:0] axi_master_w_data_o,
   output logic [AXI_STRB_WIDTH-1:0] axi_master_w_strb_o,
   output logic [AXI_USER_WIDTH-1:0] axi_master_w_user_o,
   output logic                      axi_master_w_last_o,
   input  logic                      axi_master_w_ready_i,
   output logic                      trans_req_o,
   output logic [AXI_ID_WIDTH-1:0]   trans_id_o,
   output logic [AXI_ADDR_WIDTH-1:0] trans_add_o
);
   integer                            i;
   always_comb
     begin
        axi_master_ar_valid_o = 1'b0;
        axi_master_aw_valid_o = 1'b0;
        axi_master_w_valid_o  = 1'b0;
        axi_master_w_last_o   = 1'b0;
        if (per_slave_req_i == 1'b1 &&        
            per_slave_we_i == 1'b0 &&         
            axi_master_aw_ready_i == 1'b1 &&  
            axi_master_w_ready_i == 1'b1 )    
          begin
             axi_master_aw_valid_o = 1'b1;
             axi_master_w_valid_o  = 1'b1;
             axi_master_w_last_o   = 1'b1;
          end
        else
          if (per_slave_req_i == 1'b1 &&      
              per_slave_we_i == 1'b1 &&       
              axi_master_ar_ready_i == 1'b1)  
            begin
               axi_master_ar_valid_o = 1'b1;
            end
     end
   assign axi_master_aw_addr_o = per_slave_add_i;
   assign axi_master_ar_addr_o = per_slave_add_i;
   always_comb
     begin
        axi_master_aw_id_o = '0;
        axi_master_ar_id_o = '0;
        for ( i=0; i<PER_ID_WIDTH; i++ )
          begin
             if ( per_slave_id_i[i] == 1'b1 )
               begin
                  axi_master_aw_id_o = i;
                  axi_master_ar_id_o = i;
               end
          end
     end
   always_comb
     begin
        if ( per_slave_add_i[2] == 1'b0 )
          begin
             axi_master_w_data_o = {32'b0,per_slave_wdata_i};
             axi_master_w_strb_o = {4'b0,per_slave_be_i};
          end
        else
          begin
             axi_master_w_data_o = {per_slave_wdata_i,32'b0};
             axi_master_w_strb_o = {per_slave_be_i,4'b0};
          end
     end
   assign per_slave_gnt_o = axi_master_aw_ready_i && axi_master_ar_ready_i && axi_master_w_ready_i;
   always_comb
     begin
        axi_master_ar_size_o = 3'b000;
        axi_master_aw_size_o = 3'b000;
        if ( (per_slave_be_i == 4'b1000 ) ||
             (per_slave_be_i == 4'b0100 ) ||
             (per_slave_be_i == 4'b0010 ) ||
             (per_slave_be_i == 4'b0001 ) )
          begin
             axi_master_ar_size_o = 3'b000;
             axi_master_aw_size_o = 3'b000;
          end
        else
          if ( (per_slave_be_i == 4'b1100 ) ||
               (per_slave_be_i == 4'b0110 ) ||
               (per_slave_be_i == 4'b0011 ) )
            begin
               axi_master_ar_size_o = 3'b001;
               axi_master_aw_size_o = 3'b001;
            end
          else
            if ( per_slave_be_i == 4'b1111)
              begin
                 axi_master_ar_size_o = 3'b010;
                 axi_master_aw_size_o = 3'b010;
              end
     end  
   assign axi_master_aw_burst_o = 2'b01;
   assign axi_master_ar_burst_o = 2'b01;
   assign trans_req_o = axi_master_ar_valid_o;
   assign trans_id_o  = axi_master_ar_id_o;
   assign trans_add_o = axi_master_ar_addr_o;
   assign axi_master_aw_prot_o   = '0;
   assign axi_master_aw_region_o = '0;
   assign axi_master_aw_len_o    = '0;
   assign axi_master_aw_lock_o   = '0;
   assign axi_master_aw_cache_o  = '0;
   assign axi_master_aw_qos_o    = '0;
   assign axi_master_aw_user_o   = '0;
   assign axi_master_ar_prot_o   = '0;
   assign axi_master_ar_region_o = '0;
   assign axi_master_ar_len_o    = '0;
   assign axi_master_ar_lock_o   = '0;
   assign axi_master_ar_cache_o  = '0;
   assign axi_master_ar_qos_o    = '0;
   assign axi_master_ar_user_o   = '0;
   assign axi_master_w_user_o    = '0;
endmodule
==> flow/run.sh <==
#!/bin/bash
# OpenROAD 26Q1-2900-gdf79404cd8, Yosys 0.63+post, stock flow scripts
make -C /OpenROAD-flow-scripts/flow DESIGN_CONFIG=/design/flow/config.mk WORK_HOME=/design/flow/orfs finish
==> flow/config.mk <==
export PLATFORM = sky130hd
export DESIGN_NAME = per2axi_req_channel
export DESIGN_NICKNAME = per2axi_req_channel
export VERILOG_FILES = /design/flow/design.v
export SDC_FILE = /design/flow/constraint.sdc
export NUM_CORES = 4
export LEC_CHECK = 1
export CORE_AREA = 10 10 137 137
export DIE_AREA = 0 0 147 147
==> flow/constraint.sdc <==
current_design per2axi_req_channel

set clk_period 1.0
set clk_io_pct 0.2

create_clock -name clk0 -period $clk_period

set non_clock_inputs [all_inputs -no_clocks]
set_input_delay [expr $clk_period * $clk_io_pct] -clock clk0 $non_clock_inputs
set_output_delay [expr $clk_period * $clk_io_pct] -clock clk0 [all_outputs]
==> impl_metrics.csv <==
group,metric,value,unit
hold_path,hold_start,"per_slave_add_i[1]",
yosys,synth.avg_cell_area,7.00,µm²
detailed_routing,drt_iter0_drc,36,
die,fp_util,12.2,%
detailed_routing,dr.pass1.iters,4,
cells_and_area,seqCellArea,0,µm²
worst_setup_path,crit_path_top_delay_cell,"buf_12",
worst_setup_path,critPathLaunchType,"primary input",
yosys,yosys_warnings,1,
global_routing,grt_pass1_vias,1840,
yosys,syn_inst,275,
worst_setup_path,critPathMaxFanout,6,
hold_path,hold_class,"in2out",
worst_setup_path,critical_path.startpoint,"per_slave_add_i[2]",
die,rows,46,
global_routing,grt_first_pass_wirelength,11900,µm
sta,setup_viol,35,
sta,finalSetupTns,-1550,ps
cells_and_area,num-clock-buffers,0,
global_routing,antenna_found_initial,0,
run_status,violations,"negative setup slack",
worst_setup_path,worst_path_dominant_cell_family,"buffers and inverters",
place,gp_congestion,0.721,
yosys,syn-cell-area,1920,µm²
yosys,common_cells,"buf_4 (180), and2_1 (36), nor2b_1 (36)",
yosys,yosys.area.top_type,"buf_4",
place,hpwl,5740,µm
yosys,synth.distinct_cells,15,
detailed_routing,drt_wl_total,8550,µm
sta,drv_slew,0,
cells_and_area,area_delta_synth_final,60.0,%
sta,hold_viol,0,
cells_and_area,drive_gt1_share,54.5,%
sta,finalCriticalPeriod,1140,ps
die,die_h,147,µm
sta,fmax,875,MHz
global_routing,gr-total-overflow,0,
place,numPortBuffers,140,
yosys,yosys_cells,275,
power,p_per_area,338,nW/µm²
worst_setup_path,cp.required,800,ps
detailed_routing,drcViolationCount,0,
worst_setup_path,worst-setup-path-type,"in2out",
detailed_routing,antennaDiodeCount,0,
die,core_area,15800,µm²
global_routing,grt_usage,7.09,%
die,io_pins,337,
job,maxCapViolations,0,
sta,fin_crit_sh,114,%
job,warning_count,35,
yosys,synth.most_common_cell,"buf_4",
cells_and_area,logic_area,1040,µm²
detailed_routing,avgRoutedWirePerCell,15.3,µm
yosys,topCellsByArea,"buf_4 (70%), and2_1 (12%), nor2b_1 (12%)",
worst_setup_path,critical_path.endpoint_type,"output pin",
die,die_w,147,µm
sta,setup_slack,-143,ps
worst_setup_path,crit_path_cell_trace,"buf_16 > buf_12 > buf_8 > buf_6 > and2_1 > buf_2",
detailed_routing,routed_via_density,2.78,
worst_setup_path,path_buffers,5,
global_routing,grt_max_degree,7,
die,chipArea,21600,µm²
worst_setup_path,crit_arrival,940,ps
run_status,status,"complete, but fails checks",
worst_setup_path,slowest_delay,140,ps
yosys,top_cell_area_share,70.2,%
cells_and_area,fillers,1764,
cells_and_area,fin_util,19.5,%
power,p_leak,1.65,nW
detailed_routing,ant_nets,0,
power,vdd_drop_max,0.000147,V
yosys,ys_area,1920,µm²
cells_and_area,flops,0,
sta,rsz0062_at_grt,"true",
detailed_routing,vias,1553,
yosys,ys_seq_share,0,%
==> timing repair <==
| item | CTS | global route |
|---|---|---|
| gates cloned | 9 | 0 |
| buffers inserted | 41 | 1 |
| endpoints found under the setup margin | 94 | 77 |
| hold buffers | 0 | 0 |
| resized | 441 | 60 |
| pin swaps | 17 | 12 |
==> power by group <==
part           internal [mW]  total [mW]  leakage [nW]  switching (mW)
clock                      0           0             0               0
sequential                 0           0             0               0
combinational          0.708        1.04          1.65           0.335
total                  0.708        1.04          1.65           0.335
==> placed cells by master, fill, tap and decap left out, drive strengths merged <==
master,synthesis,routed
buf,184,130
conb,2,72
and2,36,36
nor2b,36,36
dlygate4sd2,0,34
clkdlybuf4s15,0,17
clkbuf,3,4
nor2,3,3
and3,2,2
nand2,2,2
nand2b,2,2
xnor2,1,1
o32ai,1,1
inv,1,1
a21oi,1,1
and4b,1,1
==> layer usage <==
metal | GRT usage [%] | part of all wire [%]
met5 | 0 | 0
met4 | 2.08 | 3.3
met3 | 3.09 | 11
met2 | 11.3 | 45
met1 | 8.44 | 40
==> cell families after synthesis <==
kind of cell,count (synthesis),synth area share [%]
AND/OR/NAND/NOR,82,26.2
buffers and inverters,188,72.2
XOR/XNOR,1,0.455
AND-OR/OR-AND,2,0.715
other,2,0.390
==> metrics by stage <==
stage	area [µm²]	setup slack, ps	power [mW]	hold WS [ps]	cells
global placement	2520	-842	0.780	400	519
detailed placement	2520	-847	0.776	400	519
floorplan	2190	204	0.577	413	345
global route	3080	-159	1.14	400	559
finish	3080	-143	1.04	400	559
CTS	3000	-167	1.02	400	568
==> cell type report <==
cell class / instances / area share (%)
inverter: 1 / 0.122
multi-input combinational: 157 / 33.9
tap: 216 / 8.78
timing repair buffer: 185 / 57.2
==> final timing paths <==
kind | to | cells after the start
setup / recovery | axi_master_w_data_o[35] | 6
hold / removal | axi_master_ar_addr_o[1] | 0
Power and IR drop assume default switching activity.
