$ cat design/flow/run.sh
#!/bin/bash
# OpenROAD 26Q1-2900-gdf79404cd8, Yosys 0.63+post, stock flow scripts
make -C /OpenROAD-flow-scripts/flow DESIGN_CONFIG=/design/flow/config.mk WORK_HOME=/design/flow/orfs finish
$ cat design/flow/config.mk
export PLATFORM = sky130hd
export DESIGN_NAME = per2axi_busy_unit
export DESIGN_NICKNAME = per2axi_busy_unit
export VERILOG_FILES = /design/flow/design.v
export SDC_FILE = /design/flow/constraint.sdc
export NUM_CORES = 4
export LEC_CHECK = 1
export CORE_AREA = 10 10 70 70
export DIE_AREA = 0 0 80 80
$ cat design/flow/constraint.sdc
current_design per2axi_busy_unit

set clk_period 3.1
set clk_io_pct 0.2

create_clock -name clk0 -period $clk_period [get_ports {clk_i}]

set non_clock_inputs [all_inputs -no_clocks]
set_input_delay [expr $clk_period * $clk_io_pct] -clock clk0 $non_clock_inputs
set_output_delay [expr $clk_period * $clk_io_pct] -clock clk0 [all_outputs]
$ cat design/flow/design.v
module per2axi_busy_unit
(
   input  logic clk_i,
   input  logic rst_ni,
   input  logic aw_sync_i,
   input  logic b_sync_i,
   input  logic ar_sync_i,
   input  logic r_sync_i,
   output logic busy_o
);
   logic [3:0]   s_aw_trans_count;
   logic [3:0]   s_ar_trans_count;
   always_ff @ (posedge clk_i, negedge rst_ni)
     begin
        if(rst_ni == 1'b0)
          s_aw_trans_count <= '0;
        else
          if ( aw_sync_i == 1'b1 && b_sync_i == 1'b0 )
            s_aw_trans_count <= s_aw_trans_count+1;
          else
            if ( aw_sync_i == 1'b0 && b_sync_i == 1'b1 )
              s_aw_trans_count <= s_aw_trans_count-1;
            else
              s_aw_trans_count <= s_aw_trans_count;
     end
   always_ff @ (posedge clk_i, negedge rst_ni)
     begin
        if(rst_ni == 1'b0)
          s_ar_trans_count <= '0;
        else
          if ( ar_sync_i == 1'b1 && r_sync_i == 1'b0 )
            s_ar_trans_count <= s_ar_trans_count+1;
          else
            if ( ar_sync_i == 1'b0 && r_sync_i == 1'b1 )
              s_ar_trans_count <= s_ar_trans_count-1;
            else
              s_ar_trans_count <= s_ar_trans_count;
     end
   always_comb
     begin
        if ( s_ar_trans_count == 0 && s_aw_trans_count == 0 )
          busy_o = 1'b0;
        else
          busy_o = 1'b1;
     end
endmodule
==> run summary <==
run metrics: Site Rows 21, setup TNS 0 ns, boundary pin count 7, ANT nets after route 0, Clock Skews approximately 0.00020 ns, Cell Pwr Density 813.6 nW/µm², setup bufs post-CTS 0, post-synthesis async set-or-reset flop share 1.000, yosys warning tally 1, Final Hold Fails 0, Clk network pwr share 0.124, Num CTS Buffers 3, Yosys top cell by area dfrtp_1, Reg clk slew, reported paths around 0.05 ns, outcome complete, no violations, Post-CTS Resized 0, Area Growth Syn to Fin 20.59%, Congestion Overflow GR 0, worst r2r src s_ar_trans_count[2]$_DFFE_PN0P_, synthesized area per cell 10.36 µm², Pint ~370 µW, Setup crit end kind flop, Logic pwr share 0.499, Placer Congestion 0.7831, f_max 0.4082 GHz, FP Util 0.1850, type of the worst min-delay path flop to flop, crit path kind primary input to flop, sw frac 0.4060, slew margin rel. 0.7714, # setup viols final 0, clock buffer depth 2, Post-Syn Instances 61, sequential share of power 0.377, dpl hpwl about 940 µm, CP arrival 2.58 ns, largest net degree at the start of global routing 11, die height 80 µm, Net Sw Power roughly 250 µW, Initial DRC Count 21, Worst Path Required approximately 3.2 ns, Placed Cells 111, Slew Limit Fails 0, R2R setup slack 1.46 ns, Critical Path Start Type primary input, final wirelength 1183 µm, number of cells in Yosys stat ~60, initial antenna violation count 0, tool warnings 25, Core ar. about 3400 µm², Cell Type Count 19, Antenna diodes 0, GRT Total Usage 0.03969, clk root buf clkbuf_4, top cells by area, synth dfrtp_1 32%, ha_1 12%, o211ai_2 7.9%, Max Cap Violations 0, vias in the first global route about 480, Critical R2R Capture s_ar_trans_count[3]$_DFFE_PN0P_, worst slew pin tran 0.3418 ns, die width 80 µm, leak pwr around 0.0003 µW, wire per inst 10.38 µm, number of enable flip-flop cells 0, full die area 6400 µm², RSZ-0062 raised after global routing no, # H-tree levels 1, Top cell area share 0.3168, vias per std cell 4.149, worst skew pair latency 0.25 ns, Residual DRC 0, Max VDD drop 0.1782 mV, CP Max Fanout 6, Sink Count 8, TritonCTS clock tree built, via count 473, First-pass DRT Iterations 3, CP startpoint ar_sync_i, first-pass GRT wire length 2145 µm, most used flip-flop cell dfrtp_1, count leader, synth dfrtp_1, final std cells w/o fill 114, Synth Seq Share 0.3168, Post-synth regs 8, chip area in the Yosys report about 630 µm², share of cells above drive strength 1 0.1618, Post-synth top cells 8 x dfrtp_1, 6 x ha_1, 5 x nand2_1, Reg2Reg Depth 4, hold_buf cts 0, Tcrit/Tclk final 0.7902, Mapped Area 631.9 µm², Critical Path Sink s_ar_trans_count[3]$_DFFE_PN0P_, number of port buffers 6, Final min period 2.450 ns
-- metal layers --
metal  track usage  up-vias  part of all wire
li1              -      243                 -
met1       0.05718      218              0.53
met2       0.05538       10              0.42
met3       0.01364        2             0.041
met4      0.008803        0             0.016
met5             0        -                 0
-- metrics by stage --
step / util / cell area [µm²] / hold WS, ns / total power, µW / setup WS, ns
6_report: 0.2231 / 762.0 / 0.5291 / 619.9 / 0.6502
5_1_grt: 0.2231 / 762.0 / 0.5875 / 691.0 / 0.5793
4_1_cts: 0.2231 / 762.0 / 0.5380 / 625.8 / 0.6594
3_5_place_dp: 0.2165 / 739.5 / 0.5261 / 544.8 / 0.3994
3_3_place_gp: 0.2165 / 739.5 / 0.5241 / 530.9 / 0.4512
2_1_floorplan: - / 631.9 / 0.3244 / 472.8 / 0.9665
-- kinds of logic (layout without fill, tap and decap cells) --
family,count (synthesis),after routing,share of synthesized area
compound gates,12,12,0.1624
xor+xnor,4,4,0.05544
fa+ha+maj,8,8,0.1822
buf+inv,6,13,0.03960
flops,8,8,0.3168
mux,4,4,0.06733
simple gates,19,19,0.1762
-- how the worst min path moves through the flow --
stage | cells past startpoint | to | from | slack (ns)
after CTS | 2 | s_ar_trans_count[2]$_DFFE_PN0P_ | s_ar_trans_count[2]$_DFFE_PN0P_ | 0.54
after global routing | 2 | s_ar_trans_count[2]$_DFFE_PN0P_ | s_ar_trans_count[2]$_DFFE_PN0P_ | 0.59
final | 2 | s_ar_trans_count[2]$_DFFE_PN0P_ | s_ar_trans_count[2]$_DFFE_PN0P_ | 0.53
-- cell usage in the layout (no fill, tap or decap), types with 3 or more instances in the layout --
master	n
o211ai_2	4
dfrtp_1	8
xnor2_1	4
clkdlybuf4s50_1	6
nand3_1	4
a21oi_1	4
clkbuf_4	3
ha_1	6
nand2_1	5
inv_1	4
-- critical path: stages --
cell and delay [ns]:
clkdlybuf4s50_1 0.46, ha_1 0.25, inv_1 0.13, ha_1 0.37
or4_4 0.56, o211ai_2 0.09, o211ai_2 0.09
-- power by group through the flow --
stage | sequential, µW | clock [µW] | combinational [µW]
after CTS | 235 | 80.7 | 310
after global routing | 246 | 87.4 | 358
final | 234 | 77.1 | 309
-- flip-flops by register name, indices dropped and copies added, names as in the netlist --
name / count
s_ar_trans_count: 4
s_aw_trans_count: 4
-- final cells by class --
cell class	count	area, µm²
tap	46	57.56
fill	367	2654
inverter	4	15.01
clock buffer	3	22.52
sequential	8	200.2
multi-input combinational	47	406.6
timing repair buffer	6	60.06
Power is estimated from default activity; no workload was simulated.
