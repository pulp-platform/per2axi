==> flow/design.v <==
module per2axi_res_channel
#(
   parameter PER_ADDR_WIDTH = 32,
   parameter PER_ID_WIDTH   = 5,
   parameter AXI_ADDR_WIDTH = 32,
   parameter AXI_DATA_WIDTH = 64,
   parameter AXI_USER_WIDTH = 6,
   parameter AXI_ID_WIDTH   = 3
)
(
   input  logic                      clk_i,
   input  logic                      rst_ni,
   output logic                      per_slave_r_valid_o,
   output logic                      per_slave_r_opc_o,
   output logic [PER_ID_WIDTH-1:0]   per_slave_r_id_o,
   output logic [31:0]               per_slave_r_rdata_o,
   input  logic                      axi_master_r_valid_i,
   input  logic [AXI_DATA_WIDTH-1:0] axi_master_r_data_i,
   input  logic [1:0]                axi_master_r_resp_i,
   input  logic                      axi_master_r_last_i,
   input  logic [AXI_ID_WIDTH-1:0]   axi_master_r_id_i,
   input  logic [AXI_USER_WIDTH-1:0] axi_master_r_user_i,
   output logic                      axi_master_r_ready_o,
   input  logic                      axi_master_b_valid_i,
   input  logic [1:0]                axi_master_b_resp_i,
   input  logic [AXI_ID_WIDTH-1:0]   axi_master_b_id_i,
   input  logic [AXI_USER_WIDTH-1:0] axi_master_b_user_i,
   output logic                      axi_master_b_ready_o,
   input logic                       trans_req_i,
   input logic [AXI_ID_WIDTH-1:0]    trans_id_i,
   input logic [AXI_ADDR_WIDTH-1:0]  trans_add_i
);
   logic [31:0]                       s_per_slave_r_data;
   logic [PER_ID_WIDTH-1:0]           s_read_add_buf;
   always_comb
   begin
        per_slave_r_valid_o  = '0;
        per_slave_r_opc_o    = '0;
        per_slave_r_id_o     = '0;
        per_slave_r_rdata_o  = '0;
        axi_master_r_ready_o = '1;
        axi_master_b_ready_o = '1;
        if ( axi_master_r_valid_i == 1'b1 )
        begin
             per_slave_r_valid_o  = 1'b1;
             per_slave_r_id_o[axi_master_r_id_i] = 1'b1;
             per_slave_r_rdata_o  = s_per_slave_r_data;
             axi_master_b_ready_o = 1'b0;
        end
        else
            if ( axi_master_b_valid_i == 1'b1 )
            begin
               per_slave_r_valid_o                 = 1'b1;
               per_slave_r_id_o[axi_master_b_id_i] = 1'b1;
               axi_master_r_ready_o                = 1'b0;
            end
   end
   always_ff @ (posedge clk_i, negedge rst_ni)
   begin
      if(rst_ni == 1'b0)
      begin
         s_read_add_buf <= '0;
      end
      else
      begin
          if(trans_req_i == 1'b1)
          begin
             s_read_add_buf[trans_id_i] <= trans_add_i[2];
          end
      end
   end
   always_comb
   begin
        if ( s_read_add_buf[axi_master_r_id_i] == 1'b0 )
        begin
             s_per_slave_r_data = axi_master_r_data_i[31:0];
        end
        else
        begin
             s_per_slave_r_data = axi_master_r_data_i[63:32];
        end
   end
endmodule
==> flow/run.sh <==
#!/bin/bash
# OpenROAD 26Q1-2900-gdf79404cd8, Yosys 0.63+post, stock flow scripts
make -C /OpenROAD-flow-scripts/flow DESIGN_CONFIG=/design/flow/config.mk WORK_HOME=/design/flow/orfs finish
==> flow/config.mk <==
export PLATFORM = sky130hd
export DESIGN_NAME = per2axi_res_channel
export DESIGN_NICKNAME = per2axi_res_channel
export VERILOG_FILES = /design/flow/design.v
export SDC_FILE = /design/flow/constraint.sdc
export NUM_CORES = 4
export LEC_CHECK = 1
export CORE_AREA = 10 10 87 87
export DIE_AREA = 0 0 97 97
==> flow/constraint.sdc <==
current_design per2axi_res_channel

set clk_period 8.1
set clk_io_pct 0.2

create_clock -name clk0 -period $clk_period [get_ports {clk_i}]

set non_clock_inputs [all_inputs -no_clocks]
set_input_delay [expr $clk_period * $clk_io_pct] -clock clk0 $non_clock_inputs
set_output_delay [expr $clk_period * $clk_io_pct] -clock clk0 [all_outputs]
==> results.md <==
| Item | This run |
| --- | --- |
| Overall die area | 9410 sq um |
| TritonCTS Buffers | 3 |
| Total count of max-transition violations in the final report | 0 |
| Mapped cell area | 1250 sq um |
| Die extent in y | 97 um |
| Number of DRC markers after the initial detailed-route iteration | 33 |
| Clock tree root buffer cell | sky130_fd_sc_hd__clkbuf_8 |
| Remaining global-route overflow | 0 |
| Port-buffer cells | 118 |
| Average detailed-routed wire length per instance | 14.0 um |
| Proportion of layout cells with a drive suffix above 1 | 4.15% |
| Number of failing setup endpoints in the final timing report | 0 |
| Delay of the slowest cell on the worst path | 0.63 ns |
| Max-cap check violation count | 0 |
| Outcome | finished, final reports clean |
| Layout Skew | 0 ns |
| Count of H-tree levels built during CTS | 1 |
| First-pass GRT wire length | 8070 um |
| Final-report hold violation count | 0 |
| DRC violations left | 0 |
| Critical path class | primary input to output pin |
| Type of element capturing the critical path | output pin |
| Number of inserted filler cells in the final layout | 570 |
| Total tool warning count | 80 |
| Worst path arrival time | 4.03 ns |
| Power per standard cell area | 89.3 nW/um^2 |
| Ant. Diodes | 0 |
| Buffer levels on the longest clock path | 2 |
| Share of the clock period used by the worst path after layout | 69.8% |
| Tmin final | 5.65 ns |
| Distinct cells, synth | 31 |
| Synthesis area per yosys | 1250 sq um |
| Count of warnings emitted by yosys | 1 |
| Number of gates given a new drive strength after cts | 0 |
| Worst-path clk slew | 0.04 ns |
| Count of instantiated cells in the yosys netlist | 176 |
| Routed via count | 1518 |
| Critical path fanouts, max | 32 |
| Placement row count | 27 |
| Floorplan die width | 97 um |
| TritonCTS clock tree | built |
| Number of placed I/O pins | 168 |
| Leak Pwr | 0.00119 uW |
| Portion of the post-synthesis area used by sequential elements | 10.0% |
| Classification of the worst-slack hold path | flip-flop to flip-flop |
| Most flops, register | s_read_add_buf |
| Worst skew pair latency | 0.22 ns |
| Highest Clock Rate | 177 MHz |
| Final HPWL DP | 4190 um |
| Gate count of the mapped netlist | 176 |
| P&R area growth vs syn | 98.1% |
| Mean Syn Cell Area | 7.09 sq um |
| Number of buffers inserted to repair setup after CTS | 0 |
| Number of iterations in the first detailed-routing pass | 4 |
| Core area | 5640 sq um |
| Data required time at the worst endpoint | 6.48 ns |
| Post-synthesis sequential element count | 5 |
| Antenna violations before repair | 0 |
| Starting density of the core | 22.1% |
| Via count of the first global-routing pass | 1412 |
| Hold buffers post-CTS | 0 |
| Total wire length after detailed routing | 5040 um |
| Via density | 4.20 |
| Number of flip-flops under the largest register name | 5 |
| Final core utilization | 43.8% |
| Summed area of non-filler cells in the final layout | 2470 sq um |
| Clock Sinks | 5 |
| Weighted congestion at the end of routability-driven global placement | 0.812 |
| Normalized max-slew margin | 58.0% |
| Largest registers | s_read_add_buf: 5 flops |
| Highest ir drop seen on vdd | 177 uV |
| Setup total negative slack | 0 ns |
| Largest net degree at the start of global routing | 69 |
| Transition time of the tightest slew-check pin | 0.631 ns |
| RSZ-0062 raised after global routing | false |
| CP Launch Type | primary input |
| Global Route Usage Sum | 10.1% |
| Instance area after placement | 2430 sq um |
| Cell with the biggest individual delay on the critical path | sky130_fd_sc_hd__clkdlybuf4s50_1 |
| Number of antenna-violating nets in the routed design | 0 |
| Critical path cell sequence | clkdlybuf4s50_1, mux2i_1, o21ai_1, a21oi_4, buf_4, mux2i_1, clkdlybuf4s50_1 |
## metal layers
layer | GRT usage [%] | vias up | wire length (um)
met5 | 0 | - | 0
met4 | 0.113 | 0 | 0
met3 | 3.22 | 0 | 409
met2 | 16.5 | 63 | 2260
met1 | 13.4 | 644 | 2370
li1 | - | 811 | -
## area by class of cell
type | instances | area (sq um) | share of cell area (%)
inverter | 8 | 30.0 | 1.21
multi-input combinational | 152 | 992 | 40.1
sequential | 5 | 125 | 5.06
timing repair buffer | 120 | 1190 | 48.2
tap | 72 | 90.1 | 3.64
clock buffer | 4 | 45.0 | 1.82
## cell families after synthesis
kind of cell | Yosys count | synth area share, %
compound gates | 14 | 8.02
xor+xnor | 1 | 0.702
fa+ha+maj | 10 | 10.0
buf+inv | 19 | 11.1
flops | 5 | 10.0
mux | 37 | 30.0
other cells | 1 | 0.300
simple gates | 89 | 29.9
## worst max-delay path: cells and delay by family
kind | cells | cell delay (ns)
mux | 2 | 0.53
buf+inv | 3 | 1.59
compound gates | 2 | 0.26
## placed cells by master, fill, tap and decap left out, drive strengths merged
cell and n:
nor3 3, or2 1, xor2 1, nor4 1
or3b 1, o21ai 1, nand3b 2, nand3 1
nand2b 2, and2 2, dfrtp 5, clkbuf 4
inv 8, clkdlybuf4s50 117, mux2i 34, a21oi 4
nand2 70, nor2 4, ha 10, o22ai 2
buf 3, mux2 3, o2111ai 1, o21a 2
conb 1, or3 2, o2bb2ai 2, a22o 2
## where the power goes
| group | internal (uW) | switching (uW) |
|---|---|---|
| sequential | 31.3 | 3.52 |
| combinational | 93.7 | 47.0 |
| clock | 33.7 | 11.5 |
| total | 159 | 62.1 |
## cells in the mapped netlist
| master | instances | share of area [%] |
|---|---|---|
| sky130_fd_sc_hd__a21oi_1 | 3 | 1.2 |
| sky130_fd_sc_hd__a21oi_2 | 1 | 0.70 |
| sky130_fd_sc_hd__a22o_1 | 2 | 1.4 |
| sky130_fd_sc_hd__and2_1 | 2 | 1.0 |
| sky130_fd_sc_hd__buf_4 | 1 | 0.60 |
| sky130_fd_sc_hd__buf_6 | 4 | 3.6 |
| sky130_fd_sc_hd__conb_1 | 1 | 0.30 |
| sky130_fd_sc_hd__dfrtp_1 | 5 | 10 |
| sky130_fd_sc_hd__dlygate4sd1_1 | 5 | 3.5 |
| sky130_fd_sc_hd__dlymetal6s2s_1 | 1 | 1.0 |
| sky130_fd_sc_hd__ha_1 | 10 | 10 |
| sky130_fd_sc_hd__inv_1 | 8 | 2.4 |
| sky130_fd_sc_hd__mux2_2 | 3 | 2.7 |
| sky130_fd_sc_hd__mux2i_1 | 34 | 27 |
| sky130_fd_sc_hd__nand2_1 | 70 | 21 |
| sky130_fd_sc_hd__nand2b_1 | 2 | 1.0 |
| sky130_fd_sc_hd__nand3_1 | 1 | 0.40 |
| sky130_fd_sc_hd__nand3b_1 | 2 | 1.2 |
| sky130_fd_sc_hd__nor2_1 | 4 | 1.2 |
| sky130_fd_sc_hd__nor3_1 | 3 | 1.2 |
| sky130_fd_sc_hd__nor4_1 | 1 | 0.50 |
| sky130_fd_sc_hd__o2111ai_1 | 1 | 0.70 |
| sky130_fd_sc_hd__o21a_1 | 2 | 1.2 |
| sky130_fd_sc_hd__o21ai_1 | 1 | 0.40 |
| sky130_fd_sc_hd__o22ai_1 | 2 | 1.0 |
| sky130_fd_sc_hd__o2bb2ai_1 | 2 | 1.4 |
| sky130_fd_sc_hd__or2_2 | 1 | 0.50 |
| sky130_fd_sc_hd__or3_1 | 1 | 0.50 |
| sky130_fd_sc_hd__or3_2 | 1 | 0.60 |
| sky130_fd_sc_hd__or3b_1 | 1 | 0.70 |
| sky130_fd_sc_hd__xor2_1 | 1 | 0.70 |
## stage by stage
step	cells	worst slack (ns)	hold WS (ns)	power, uW
after global routing	361	2.33	0.516	239
after detailed placement	357	2.41	0.489	177
after floorplan	176	3.98	0.456	93.7
after CTS	361	2.41	0.498	224
final	361	2.45	0.500	221
after global placement	357	2.41	0.497	177
## worst paths after layout
path / start / endpoint / slack [ns] / cells after the start
max in group asynchronous: rst_ni / s_read_add_buf[2]$_DFFE_PN0P_ / 6.29 / 1
setup / recovery: axi_master_r_id_i[0] / per_slave_r_rdata_o[16] / 2.45 / 7
min in group asynchronous: rst_ni / s_read_add_buf[1]$_DFFE_PN0P_ / 1.62 / 1
hold reg to reg: s_read_add_buf[1]$_DFFE_PN0P_ / s_read_add_buf[1]$_DFFE_PN0P_ / 0.50 / 1
hold / removal: s_read_add_buf[1]$_DFFE_PN0P_ / s_read_add_buf[1]$_DFFE_PN0P_ / 0.50 / 1
setup reg to reg: s_read_add_buf[4]$_DFFE_PN0P_ / s_read_add_buf[4]$_DFFE_PN0P_ / 7.35 / 1
No activity file was given, so power comes from the tool's default toggle rates.
